`/design/flow/run.sh`:
```
#!/bin/bash
# OpenROAD 26Q1-2900-gdf79404cd8, Yosys 0.63+post, stock flow scripts
make -C /OpenROAD-flow-scripts/flow DESIGN_CONFIG=/design/flow/config.mk WORK_HOME=/design/flow/orfs finish
```
`/design/flow/config.mk`:
```
export PLATFORM = sky130hd
export DESIGN_NAME = top
export DESIGN_NICKNAME = top
export VERILOG_FILES = /design/flow/design.v
export SDC_FILE = /design/flow/constraint.sdc
export NUM_CORES = 4
export LEC_CHECK = 1
export CORE_AREA = 10 10 70 70
export DIE_AREA = 0 0 80 80
export SYNTH_HDL_FRONTEND = slang
```
`/design/flow/constraint.sdc`:
```
current_design top

set clk_period 1.3
set clk_io_pct 0.2

create_clock -name clk0 -period $clk_period [get_ports {clk_master}]
create_clock -name clk1 -period $clk_period [get_ports {clk_mem}]

set non_clock_inputs [all_inputs -no_clocks]
set_input_delay [expr $clk_period * $clk_io_pct] -clock clk0 $non_clock_inputs
set_output_delay [expr $clk_period * $clk_io_pct] -clock clk0 [all_outputs]
```
`/design/flow/design.v`:
```
`timescale 1ns / 1ps
module asynch_fifo #(parameter DATA_WIDTH=8,parameter FIFO_DEPTH=16)(
    input wire clk_master,   
    input wire clk_mem,      
    input wire reset,        
    input wire [DATA_WIDTH-1:0] data_in,     
    input wire w_en,         
    output wire full,        
    input wire r_en,         
    output wire [DATA_WIDTH-1:0] data_out,   
    output wire empty        
    );
    reg [DATA_WIDTH-1:0] fifo_mem [0:FIFO_DEPTH-1];
    reg [4:0] wr_ptr_master, rd_ptr_mem;   
    reg [4:0] wr_ptr_mem, rd_ptr_master;
    reg [4:0] wr_ptr_gray_master, rd_ptr_gray_mem;
    reg [4:0] wr_ptr_gray_mem, rd_ptr_gray_master;
    reg fifo_full, fifo_empty;
    function [4:0] to_gray(input [4:0] bin);
        to_gray = bin ^ (bin >> 1);
    endfunction
    always @(posedge clk_master or posedge reset) begin
        if (reset) begin
            wr_ptr_master <= 0;
            wr_ptr_gray_master <=0;
            fifo_full <= 0;
        end else if (w_en && !fifo_full) begin
            fifo_mem[wr_ptr_master] <= data_in;
            wr_ptr_master <= wr_ptr_master + 1;
            wr_ptr_gray_master <= to_gray(wr_ptr_master);
        end
    end
    always @ (posedge clk_mem or posedge reset) begin
        if (reset) begin
            rd_ptr_mem <= 0;
            rd_ptr_gray_mem <= 0;
            fifo_empty <= 0;
        end else if (r_en && !fifo_empty) begin
            rd_ptr_mem <= rd_ptr_mem + 1;
            rd_ptr_gray_mem <= to_gray(rd_ptr_mem);
        end
    end
    always @(posedge clk_mem) begin
        wr_ptr_gray_mem <= wr_ptr_gray_master;
    end
    always @(posedge clk_master) begin
        rd_ptr_gray_master <= rd_ptr_gray_mem;
    end
    assign full     = (wr_ptr_gray_master == {~rd_ptr_gray_mem[4:0], rd_ptr_gray_mem[4]});
    assign empty    = (rd_ptr_gray_master == wr_ptr_gray_mem);
    assign data_out = fifo_mem[rd_ptr_mem];
    always @(posedge clk_master or posedge reset) begin
        if (reset) begin
            fifo_full <= 0;
            fifo_empty <= 1;
        end else begin
            fifo_full <= (wr_ptr_gray_master == {~rd_ptr_gray_mem[4:0], rd_ptr_gray_mem[4]});
            fifo_empty <= (rd_ptr_gray_master == wr_ptr_gray_mem);
        end
    end
endmodule
`timescale 1ns / 1ps
module bram(
    input clk,
    input reset,
    input [7:0] data,
    input readWrite,
    input [7:0] addr,
    output reg [7:0] out
    );
    reg [7:0] bram [0:255];
    reg [7:0] regBits;
    integer i;
    initial begin
        for (i = 0; i < 256; i = i + 1) begin
            bram[i] = 255 - i;
        end
        out <= 0;
    end
    always @(posedge clk or posedge reset) begin
        if (reset) begin
            for (i = 0; i < 256; i = i + 1) begin
                bram[i] <= 255 - i;
            end
            out <= 0;
        end
        else if (!readWrite) begin  
            out <= bram[addr];
        end
        else if (readWrite) begin  
            out <= 8'b0;
            bram[addr] <= data;
        end
    end
endmodule
`timescale 1ns / 1ps
module master(
    input wire clk_master,
    input wire reset,
    input wire [7:0] write_data,
    output wire [7:0] read_data,
    output reg w_en,
    output wire r_en,
    output wire full
    );
    reg [7:0] write_data_reg;
    wire [7:0] fifo_data_out;
    always @(posedge clk_master or posedge reset) begin
        if (reset) begin
            write_data_reg <= 0;
        end else begin
            if (!full) begin
                w_en <= 1;
                write_data_reg <= write_data;
            end
        end
    end
    assign read_data = fifo_data_out;
    assign read_enable = 1;
endmodule
`timescale 1ns / 1ps
module memory_controller(
    input wire clk_mem,
    input wire reset,
    input wire r_en,
    input wire w_en,
    input wire [7:0] write_data,
    input wire [7:0] read_address,
    output wire [7:0] read_data,
    output wire empty
    );
    wire [7:0] bram_read_data;
    bram bram1(
       .clk(clk_mem),
       .reset(reset),
       .data(write_data),
       .readWrite(w_en),
       .addr(read_address),
       .out(bram_read_data)
        );
    assign read_data = bram_read_data;
endmodule
`timescale 1ns / 1ps
module top(
    input wire clk_master,
    input wire clk_mem,
    input wire reset,
    input wire [7:0] write_data,
    output wire [7:0] read_data,
    output wire full,
    output wire empty
    );
    wire [7:0] fifo_data_out;
    wire w_en_master;
    wire r_en_mem;
    wire [7:0] write_data_mem;
    wire [7:0] read_address_mem;
    wire w_en_mem;
    wire r_en_mem_internal;
    master master1(
        .clk_master(clk_master),
        .reset(reset),
        .write_data(write_data),
        .read_data(fifo_data_out),
        .w_en(w_en_master),
        .r_en(r_en_mem),
        .full(full)
        ); 
    memory_controller memory_inst (
        .clk_mem(clk_mem),
        .reset(reset),
        .write_data(write_data_mem),
        .read_data(read_data),
        .w_en(w_en_mem),
        .r_en(r_en_mem_internal),
        .read_address(read_address_mem),
        .empty(empty)
    );
    asynch_fifo fifo_inst (
        .clk_master(clk_master),
        .clk_mem(clk_mem),
        .reset(reset),
        .data_in(write_data),
        .w_en(w_en_master),
        .full(full),
        .r_en(r_en_mem_internal),
        .data_out(fifo_data_out),
        .empty(empty)
    );
    bram bram_inst (
        .clk(clk_mem),
        .reset(reset),
        .addr(read_address_mem),
        .data(write_data_mem),
        .readWrite(w_en_mem),
        .out(read_data)
    );
    assign write_data_mem = fifo_data_out;    
    assign read_address_mem = fifo_data_out;  
    assign w_en_mem = w_en_master;   
    assign r_en_mem_internal = r_en_mem;   
endmodule
```
==> changes_impl.md <==
### Physical design

- Final slew viol count: 0
- Number of vias per cell: 2.50
- WS Path Type: register to output port
- Crit path DAT: 1.21 ns
- Setup TNS: -0.174 ns
- CP startpoint: fifo_inst.wr_ptr_gray_mem[0]
- Worst-path clk slew: 0.05 ns
- Number of port buffers: 2
- Worst path max stage delay: 0.51 ns
- Post-Route WL: 649 um
- # hold bufs at CTS: 0
- Final WS setup: -0.174 ns
- Chip area in the Yosys report: 495 um^2
- Row cnt: 21
- Core Util, Final: 17.1%
- Post-synthesis cell count: 37
- Final Skew: 0.000829 ns
- CP max FO: 1
- Top cells excl fill/tap: conb_1 (9), dfrtp_1 (9), clkbuf_4 (6)
- Vias in the first global route: 260
- Status: finished, violations left
- Design Area, Final: 583 um^2
- DP HPWL: 467 um
- Synth warnings: 9
- PwrDens: 1410 mW/mm^2
- Worst Setup End Kind: output port
- Crit-path slowest cell: or4_1
- Hold crit path type: input port to async pin
- Critical Path RT: 1.04 ns
- Die Footprint: 0.00640 mm^2
- Antenna fix cells: 0
- Setup violations, final: 1
- Core Region: 0.00342 mm^2
- Leakage: 0.288 nW
- Log Warnings: 36
- First-pass GRT wire length: 1060 um
- DR WL/cell: 7.05 um
- Max Cap Viol: 0
- Yosys stat cell total: 37
- Die Width: 80 um
- Fillers: 378
- Register share after synthesis: 65.7%
- Fp util: 14.5%
- Via total after detailed routing: 230
- Syn_area_per_cell: 13.4 um^2
- Die Y: 80 um
- Failing checks: setup timing
- Post-DRT Antenna Nets: 0
- GRT Total Usage: 2.22%
- Worst r2r src: fifo_inst.wr_ptr_gray_master[0]
- Peak supply drop: 0.289 mV
- Grt total ovfl: 0
- Placed cell areas: 536 um^2
- Critical path, cell by cell: or4_1, nor2_1, buf_2
- TritonRoute pass-1 iters: 2
- Flops after synth: 14
- Sink Count: 14
- Library cells used by synthesis: 11
- Hold Slack: 0.259 ns
- DR iter-0 viols: 14
- Synth Cell Area: 495 um^2
- CP Launch Type: register
- Largest net degree at the start of global routing: 10
- Final hold violation count: 0
- Routability cong.: 0.684
- I/O pins: 21
- CTS tree: yes
- RSZ-0062 raised after global routing: yes
- Area growth syn-to-layout: 17.7%
- # DRC: 0
- Layout cell share with drive strength beyond 1: 15.2%
- Initial antenna violation count: 0
-- final timing paths --
check | end | slack, ns | cells past startpoint
max in group asynchronous | fifo_inst.wr_ptr_master[0] | 0.80 | 2
max in group clk1 | fifo_inst.wr_ptr_gray_mem[0] | 0.74 | 0
worst max-delay path | empty | -0.17 | 3
worst max register to register | fifo_inst.wr_ptr_master[2] | 0.38 | 2
worst min-delay path | fifo_inst.wr_ptr_master[2] | 0.26 | 2
min in group clk0 | fifo_inst.wr_ptr_gray_master[4] | 0.43 | 0
worst min register to register | fifo_inst.wr_ptr_gray_mem[4] | 0.36 | 0
min in group clk1 | fifo_inst.wr_ptr_gray_mem[4] | 0.36 | 0
-- cells in the mapped netlist --
library cell,n,area share [%]
buf_4,9,14
conb_1,1,0.76
dfrtp_1,9,45
dfxtp_1,5,20
ha_1,3,7.6
inv_1,2,1.5
nand2_1,2,1.5
nor2_1,1,0.76
or4_1,1,1.5
xnor2_1,2,3.5
xor2_1,2,3.5
-- registers in the layout, indices dropped and copies added, names as in the netlist --
name                          count
fifo_inst.wr_ptr_gray_mem         5
fifo_inst.wr_ptr_gray_master      5
fifo_inst.wr_ptr_master           4
-- report_power, final --
part	switching, W	internal (W)
clock network	0.000142	0.000233
logic	0.00000657	0.00000280
registers	0	0.000434
-- routing by layer --
layer | vias to the layer above | GRT usage [%] | part of all wire [%]
met5 | - | 0 | 0
met2 | 11 | 2.73 | 43
met3 | 2 | 2.73 | 14
met4 | 0 | 1.06 | 1.7
li1 | 113 | - | -
met1 | 104 | 2.12 | 41
-- repair_timing --
| action | CTS | global route |
|---|---|---|
| setup endpoints to repair | 1 | 1 |
| pin swaps | 2 | 2 |
| gates resized | 3 | 0 |
| endpoints found under the hold margin | 0 | 0 |
| setup buffers | 0 | 0 |
-- final cells by class --
type	count	area [um^2]	area share [%]
clock buffers	8	52.6	9.01
repair buffers	2	15.0	2.58
inverters	2	7.51	1.29
flip-flops and latches	14	325	55.8
multi-input cells	20	125	21.5
well taps	46	57.6	9.87
-- metrics by stage --
| stage | std cells | power [W] | setup WS [ns] |
|---|---|---|---|
| 6_report | 92 | 0.000819 | -0.174 |
| 5_1_grt | 92 | 0.000870 | -0.231 |
| 4_1_cts | 92 | 0.000844 | -0.204 |
| 3_5_place_dp | 84 | 0.000453 | -0.316 |
| 3_3_place_gp | 84 | 0.000453 | -0.292 |
| 2_1_floorplan | 45 | 0.000465 | 0.217 |
-- logic make-up (layout without fill, tap and decap cells) --
family | Yosys count | in the layout | synth area share (%)
fa+ha+maj | 3 | 3 | 7.58
other cells | 1 | 9 | 0.757
simple gates | 4 | 4 | 3.79
xor+xnor | 4 | 4 | 7.07
flops | 14 | 14 | 65.7
buf+inv | 11 | 12 | 15.2
-- worst max-delay path, delay by kind of cell (launching register included) --
kind,cells,cell delay [ns]
DFF,1,0.29
and+or+nand+nor,2,0.60
buffers and inverters,1,0.09
Power and IR drop assume default switching activity.
